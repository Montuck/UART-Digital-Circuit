==> flow/design.v <==
`timescale 1ns / 1ps
module SevenSegmentControl(
    input wire logic            clk,
    input wire logic            reset,
    input wire logic    [15:0]  dataIn,
    input wire logic    [3:0]   digitDisplay,
    input wire logic    [3:0]   digitPoint,
    output logic        [3:0]   anode,
    output logic        [7:0]   segment
    );
    parameter integer COUNT_BITS = 17;
    logic   [COUNT_BITS-1:0]    count_val;
    logic   [1:0]               anode_select;
    logic   [3:0]               cur_anode;
    logic   [3:0]               cur_data_in;
    always_ff @(posedge clk) begin
       if (reset)
           count_val <= 0;
       else
           count_val <= count_val + 1;
    end
    assign anode_select = count_val[COUNT_BITS-1:COUNT_BITS-2];
    assign cur_anode =
        (anode_select == 2'b00) ? 4'b1110 :
        (anode_select == 2'b01) ? 4'b1101 :
        (anode_select == 2'b10) ? 4'b1011 :
        4'b0111 ;
    assign anode = cur_anode | (~digitDisplay);
    assign cur_data_in =
        (anode_select == 2'b00) ? dataIn[3:0] :
        (anode_select == 2'b01) ? dataIn[7:4] :
        (anode_select == 2'b10) ? dataIn[11:8]:
        dataIn[15:12] ;
    assign segment[7] =
        (anode_select == 2'b00) ? ~digitPoint[0] :
        (anode_select == 2'b01) ? ~digitPoint[1] :
        (anode_select == 2'b10) ? ~digitPoint[2] :
        ~digitPoint[3] ;
    assign segment[6:0] =
        (cur_data_in ==  0) ? 7'b1000000 :
        (cur_data_in ==  1) ? 7'b1111001 :
        (cur_data_in ==  2) ? 7'b0100100 :
        (cur_data_in ==  3) ? 7'b0110000 :
        (cur_data_in ==  4) ? 7'b0011001 :
        (cur_data_in ==  5) ? 7'b0010010 :
        (cur_data_in ==  6) ? 7'b0000010 :
        (cur_data_in ==  7) ? 7'b1111000 :
        (cur_data_in ==  8) ? 7'b0000000 :
        (cur_data_in ==  9) ? 7'b0010000 :
        (cur_data_in == 10) ? 7'b0001000 :
        (cur_data_in == 11) ? 7'b0000011 :
        (cur_data_in == 12) ? 7'b1000110 :
        (cur_data_in == 13) ? 7'b0100001 :
        (cur_data_in == 14) ? 7'b0000110 :
        7'b0001110 ;
endmodule
`timescale 1ns / 1ps
`default_nettype none
module mod_counter #(parameter MOD_VALUE = 10, WID = 4) (
    input wire logic clk, reset, increment,
    output logic rolling_over,
    output logic [WID-1:0] count
    );
    always_ff @(posedge clk) 
        if (reset || rolling_over)
            count <= 0;
        else if (increment && !reset)
            count <= count+1;
    assign rolling_over = ((count == (MOD_VALUE-1)) && increment)?1:0;
endmodule
`timescale 1ns / 1ps
`default_nettype none
module stopwatch(
    input wire logic clk, reset, run,
    output logic [3:0] digit0, digit1, digit2, digit3    
    );
    logic incNext1, incNext2, incNext3, incNext0, timerSig, rollSig;
    mod_counter #(1000000, 20) MC01(.clk(clk), .reset(reset), .increment(run), .rolling_over(incNext0), .count(timerSig));
    mod_counter MC0(.clk(clk), .reset(reset), .increment(incNext0), .rolling_over(incNext1), .count(digit0));
    mod_counter MC1(.clk(clk), .reset(reset), .increment(incNext1), .rolling_over(incNext2), .count(digit1));
    mod_counter MC2(.clk(clk), .reset(reset), .increment(incNext2), .rolling_over(incNext3), .count(digit2));
    mod_counter #(6, 4) MC3(.clk(clk), .reset(reset), .increment(incNext3), .rolling_over(rollSig), .count(digit3));
endmodule
`timescale 1ns / 1ps
`default_nettype none
module top_stopwatch(
    input wire logic clk, btnc, 
    input wire logic [0:0] sw,
    output logic [3:0] anode, 
    output logic [7:0] segment
    );
    logic [15:0] dIn;
    stopwatch stop(.clk(clk), .reset(btnc), .run(sw), .digit0(dIn[3:0]), .digit1(dIn[7:4]), .digit2(dIn[11:8]), .digit3(dIn[15:12]));
    SevenSegmentControl SVC(.clk(clk), .reset(btnc), .dataIn(dIn), .digitDisplay(4'b1111), .digitPoint(4'b0100), .anode(anode), .segment(segment));
endmodule
==> flow/run.sh <==
#!/bin/bash
# OpenROAD 26Q1-2900-gdf79404cd8, Yosys 0.63+post, stock flow scripts
make -C /OpenROAD-flow-scripts/flow DESIGN_CONFIG=/design/flow/config.mk WORK_HOME=/design/flow/orfs finish
==> flow/config.mk <==
export PLATFORM = sky130hd
export DESIGN_NAME = top_stopwatch
export DESIGN_NICKNAME = top_stopwatch
export VERILOG_FILES = /design/flow/design.v
export SDC_FILE = /design/flow/constraint.sdc
export NUM_CORES = 4
export LEC_CHECK = 1
export CORE_UTILIZATION = 50
==> flow/constraint.sdc <==
current_design top_stopwatch

set clk_period 5.4
set clk_io_pct 0.2

create_clock -name clk0 -period $clk_period [get_ports {clk}]

set non_clock_inputs [all_inputs -no_clocks]
set_input_delay [expr $clk_period * $clk_io_pct] -clock clk0 $non_clock_inputs
set_output_delay [expr $clk_period * $clk_io_pct] -clock clk0 [all_outputs]
==> impl_metrics.tcl <==
# collected from the flow reports
set metrics [dict create \
    status "completed" \
    cts_made_buffers 5 \
    postCtsHoldBufs 0 \
    switchingPower_uw 143 \
    floorplanUtilization_pct 52.5 \
    antenna_found_initial 0 \
    coreArea_um2 5540 \
    dieWidth_um 78.2 \
    vias_per_cell 5.81 \
    ios 15 \
    grt_max_degree 27 \
    ys_seq_share_pct 36.5 \
    crit_path_cell_trace "mux4_2, and2_1, a221o_1, clkdlybuf4s50_1" \
    insertedDiodeCount 0 \
    min_path_cells 1 \
    synth-edff-count 0 \
    rsz0062_at_grt "false" \
    drt-initial-drc-count 138 \
    finalSetupTns_ns 0 \
    holdPathEnd "SVC.count_val[0]$_SDFF_PP0_" \
    grt-ovfl-total 0 \
    critPathMaxStageDelay_ns 0.70 \
    xor_share_pct 6.93 \
    synthCells 339 \
    stdcell_area_um2 3160 \
    track_usage_pct 20.0 \
    ys_top_logic_family "simple AND/OR/NAND/NOR gates" \
    setup_viol 0 \
    vias 2416 \
    crit_arrival_ns 2.55 \
    drt_wl_total_um 5580 \
    start_kind "flip-flop" \
    cp_top_family "multiplexers" \
    pwr-share-seq_pct 61.3 \
    clkPwrFrac_pct 35.7 \
    max-slew-margin-rel_pct 46.6 \
    ys_types 46 \
    utilization_pct 57.0 \
    core.rowCount 27 \
    irDropWorstVdd_mv 0.162 \
    aoi_share_pct 12.6 \
    cts_max_path_buffers 2 \
    worstSetupEndpointType "output port" \
    synth_flops 53 \
    critPathLaunch "SVC.count_val[15]$_SDFF_PP0_" \
    hold_ws_ns 0.471 \
    ant_nets 0 \
    avgSynthCellArea_um2 8.57 \
    crit_path_max_fanout 13 \
    ctsResizeCount 0 \
    ys_sh_simple_pct 30.0 \
    path_class "reg -> out" \
    placed_area_um2 3060 \
    leakagePower_uw 0.00103 \
    min_period_over_period_pct 67.2 \
    r2r_cells 4 \
    cp.required_ns 4.32 \
    drive_gt1_share_pct 7.27 \
    grt_pass1_vias 2175 \
    r2r-start "stop.MC01.count[14]$_SDFFE_PP0P_" \
    chip_area_um2 6120 \
    cts.sinks 53 \
    rr_endpoint "stop.MC01.count[1]$_SDFFE_PP0P_" \
    ys_async_sr_fraction_pct 0 \
    p_int_uw 505 \
    post-route-min-period_ns 3.63 \
    gp_congestion 0.794 \
    yosys-stat-cells 339 \
    cts_setup_buffers 0 \
    worstHoldPathType "reg -> reg" \
    adder_share_pct 4.30 \
    die_h_um 78.2 \
    htreeDepth 2 \
    tritoncts "built" \
    min-delay-start "SVC.count_val[0]$_SDFF_PP0_" \
    dr.pass1.iters 4 \
    mux_share_pct 4.91 \
    swShare_pct 22.0 \
    ff_type "dfxtp_1" \
    avgRoutedWirePerCell_um 13.4 \
    crit_buf_inv 1 \
    drc 0 \
    slew_violations 0 \
    tool_warnings 30 \
    clock-skew-final_ns 0.0125 \
    insertion_delay_ns 0.30 \
    grt_pass1_wl_um 9770 \
    worstMarginPinSlew_ns 0.802 \
    yosysWarnings 5 \
    power_density_nw_per_um2 205 \
    syn-cell-area_um2 2910 \
    dp_hpwl_um 3890 \
    cp_slowest_cell "mux4_2" \
    clk_pin_slew_worst_paths_ns 0.09 \
    clockRootBuffer "clkbuf_8" \
    area_growth_pct 8.74 \
    port_buffers 14 \
    p_comb_share_pct 3.0 \
    reg2reg_slack_ns 3.32 \
    cap_violations 0 \
    max_freq_ghz 0.276 \
    ys_chip_area_um2 2910 \
    hold_viol 0 \
]
## stage by stage
stage	cells	power [uW]	worst slack (ns)
after floorplan	339	421	2.67
after global placement	408	426	1.97
after detailed placement	408	426	1.94
after CTS	416	658	1.75
after global routing	416	681	1.57
final	416	648	1.77
## synth_stat cells, types with 3 or more instances
cell,number,share of area (%)
mux2i_1,3,1.0
xor2_1,10,3.0
or4_1,11,2.8
nand3_1,12,2.1
ha_1,10,4.3
or3_1,13,2.8
nand4_1,14,3.0
xnor2_1,13,3.9
nor3_1,10,1.7
inv_1,13,1.7
and2_1,5,1.1
o21ai_0,20,3.4
a21oi_1,23,4.0
nor3b_1,3,0.77
clkbuf_1,13,1.7
and3_1,3,0.65
mux4_2,4,3.1
nor2b_1,3,0.65
and4_1,6,1.8
o31ai_1,6,1.5
buf_2,4,0.69
nor4_1,5,1.1
dfxtp_1,53,37
nor2_1,31,4.0
and3b_1,4,1.2
nand2_1,18,2.3
## final cells by class
class	count	area (um2)
Fill cell	499	2380
Tap cell	72	90.1
Timing Repair Buffer	16	155
Multi-Input combinational cell	254	1710
Clock inverter	2	13.8
Inverter	13	48.8
Clock buffer	6	82.6
Sequential cell	53	1060
## power groups by stage
stage | Sequential [uW] | Clock [uW] | Combinational [uW]
after global routing | 398 | 260 | 22.4
final | 397 | 231 | 19.8
after CTS | 397 | 241 | 20.0
## registers in the layout, indices dropped and copies added, names as in the netlist
| name | count |
|---|---|
| stop.MC0.count | 4 |
| stop.MC2.count | 4 |
| stop.MC3.count | 4 |
| stop.MC1.count | 4 |
| stop.MC01.count | 20 |
| SVC.count_val | 17 |
## kinds of logic after synthesis
kind of cell               after synthesis
AOI/OAI and AO/OA                       62
xor gates and xnor gates                23
adders and majority gates               10
buffers and inverters                   32
DFF                                     53
muxes                                    9
and+or+nand+nor                        150
## routing by layer
metal / global-route usage, % / routed length (um) / vias up
met4: 2.78 / 68 / 0
met3: 2.48 / 130 / 7
met2: 31.6 / 2360 / 34
met5: 0 / 0 / -
li1: - / - / 1250
met1: 31.1 / 3020 / 1125
## cells in the final DEF (no fill, tap or decap), types with 4 or more instances in the layout
| cell type | synthesis | final |
|---|---|---|
| dfxtp_1 | 53 | 53 |
| nor2_1 | 31 | 31 |
| a21oi_1 | 23 | 23 |
| o21ai_0 | 20 | 20 |
| nand2_1 | 18 | 18 |
| nand4_1 | 14 | 14 |
| clkdlybuf4s50_1 | 0 | 14 |
| inv_1 | 13 | 13 |
| or3_1 | 13 | 13 |
| xnor2_1 | 13 | 13 |
| nand3_1 | 12 | 12 |
| or4_1 | 11 | 11 |
| xor2_1 | 10 | 10 |
| nor3_1 | 10 | 10 |
| ha_1 | 10 | 10 |
| and4_1 | 6 | 6 |
| o31ai_1 | 6 | 6 |
| clkbuf_8 | 0 | 6 |
| and2_1 | 5 | 5 |
| nor4_1 | 5 | 5 |
| mux4_2 | 4 | 4 |
| and3b_1 | 4 | 4 |
## how the worst max path moves through the flow
stage                         to  slack (ns)  cells past startpoint
after CTS             segment[1]        1.75                      4
after global routing  segment[0]        1.57                      5
final                 segment[1]        1.77                      4
Power is estimated from default activity; no workload was simulated.
