==> ./design.v <==
`timescale 1ns / 1ps
`default_nettype none
    module seven_segment(
    input wire logic [3:0] data,
    output logic [6:0] segment
    );
    assign segment[0] = 
    (data==4'b0000)?0:
    (data==4'b0001)?1:
    (data==4'b0010)?0:
    (data==4'b0011)?0:
    (data==4'b0100)?1:
    (data==4'b0101)?0:
    (data==4'b0110)?0:
    (data==4'b0111)?0:
    (data==4'b1000)?0:
    (data==4'b1001)?0:
    (data==4'b1010)?0:
    (data==4'b1011)?1:
    (data==4'b1100)?0:
    (data==4'b1101)?1:
    (data==4'b1110)?0:
    0;
    assign segment[1] = (~data[3] & data[2] & ~data[1] & data[0]) | (~data[3] & data[2] & data[1] & ~data[0]) | 
                        (data[3] & ~data[2] & data[1] & data[0]) | (data[3] & data[2] & ~data[1] & ~data[0]) |
                        (data[3] & data[2] & data[1] & ~data[0]) | (data[3] & data[2] & data[1] & data[0]);
    logic nt1, nt2, nt3, nt4, in1, in2, in3, in4, in5, in6, in7;
    not(nt1, data[0]);
    not(nt2, data[1]);
    not(nt3, data[2]);
    not(nt4, data[3]);
    and(in1, data[3], data[2], data[1]);
    and(in2, nt4, nt3, data[1], nt1);
    and(in3, data[3], data[2], nt2, nt1);
    or(segment[2], in1, in2, in3);
    assign segment[3] = 
    (data==4'b0000)?0:
    (data==4'b0001)?1:
    (data==4'b0010)?0:
    (data==4'b0011)?0:
    (data==4'b0100)?1:
    (data==4'b0101)?0:
    (data==4'b0110)?0:
    (data==4'b0111)?1:
    (data==4'b1000)?0:
    (data==4'b1001)?0:
    (data==4'b1010)?1:
    (data==4'b1011)?0:
    (data==4'b1100)?0:
    (data==4'b1101)?0:
    (data==4'b1110)?0:
    1;
   assign segment[4] = 
    (data==4'b0000)?0:
    (data==4'b0001)?1:
    (data==4'b0010)?0:
    (data==4'b0011)?1:
    (data==4'b0100)?1:
    (data==4'b0101)?1:
    (data==4'b0110)?0:
    (data==4'b0111)?1:
    (data==4'b1000)?0:
    (data==4'b1001)?1:
    (data==4'b1010)?0:
    (data==4'b1011)?0:
    (data==4'b1100)?0:
    (data==4'b1101)?0:
    (data==4'b1110)?0:
    0;
    assign segment[5] = 
    (data==4'b0000)?0:
    (data==4'b0001)?1:
    (data==4'b0010)?1:
    (data==4'b0011)?1:
    (data==4'b0100)?0:
    (data==4'b0101)?0:
    (data==4'b0110)?0:
    (data==4'b0111)?1:
    (data==4'b1000)?0:
    (data==4'b1001)?0:
    (data==4'b1010)?0:
    (data==4'b1011)?0:
    (data==4'b1100)?0:
    (data==4'b1101)?1:
    (data==4'b1110)?0:
    0;
    and(in4, nt4, nt3, nt2, nt1);
    and(in5, nt4, nt3, nt2, data[0]); 
    and(in6, nt4, data[2], data[1], data[0]);
    and(in7, data[3], data[2], nt2, nt1);
    or(segment[6], in4, in5, in6, in7);
endmodule
`timescale 1ns / 1ps
`default_nettype none
module seven_segment_top(
    input wire logic [3:0] sw,
    input wire logic btnc,
    output logic [7:0] segment,
    output logic [3:0] anode
    );
seven_segment S0(.data(sw[3:0]), .segment(segment[6:0]));
not(segment[7], btnc);
assign anode = 4'b1110; 
endmodule
==> ./run.sh <==
#!/bin/bash
# OpenROAD 26Q1-2900-gdf79404cd8, Yosys 0.63+post, stock flow scripts
make -C /OpenROAD-flow-scripts/flow DESIGN_CONFIG=/design/flow/config.mk WORK_HOME=/design/flow/orfs finish
==> ./config.mk <==
export PLATFORM = sky130hd
export DESIGN_NAME = seven_segment_top
export DESIGN_NICKNAME = seven_segment_top
export VERILOG_FILES = /design/flow/design.v
export SDC_FILE = /design/flow/constraint.sdc
export NUM_CORES = 4
export LEC_CHECK = 1
export CORE_AREA = 10 10 70 70
export DIE_AREA = 0 0 80 80
==> ./constraint.sdc <==
current_design seven_segment_top

set clk_period 1.1
set clk_io_pct 0.2

create_clock -name clk0 -period $clk_period

set non_clock_inputs [all_inputs -no_clocks]
set_input_delay [expr $clk_period * $clk_io_pct] -clock clk0 $non_clock_inputs
set_output_delay [expr $clk_period * $clk_io_pct] -clock clk0 [all_outputs]
==> deck_impl_summary.md <==
Run Summary

STA
  – F_max: 810 MHz
  – Crit path setup slack, layout: -0.134 ns
  – Number of setup violations in the final report: 6
  – Final min period: 1.23 ns
  – RSZ-0062 raised after global routing: true
  – Final Max Slew Viols: 0
  – Worst Hold Margin: 0.837 ns
  – Period utilisation layout: 1.12
  – Final hold vios: 0

Layout
  – Sequential cell count: 0
  – Total area of sequential cells: 0 um2
  – Number of filler cells placed in the layout: 390
  – Logic area: 272 um2
  – Clock buffers: 0
  – Area added between synthesis and finish: 94.6%
  – Fraction of layout instances using a drive strength above 1: 0.610
  – Share of the core filled with cells in the final layout: 0.158

Yosys
  – Average cell area after synthesis: 6.77 um2
  – Dominant cell type by area after synthesis: sky130_fd_sc_hd__buf_6
  – Yosys stat chip area: 278 um2
  – Cell types occupying the most area after synthesis: sky130_fd_sc_hd__buf_6 (12%), sky130_fd_sc_hd__buf_4 (11%), sky130_fd_sc_hd__nand2b_4 (9.9%), sky130_fd_sc_hd__nand2_1 (6.8%), sky130_fd_sc_hd__nor2b_1 (6.8%)
  – Top cell type's share of synthesized area: 0.122
  – Summed instance area of the synthesized netlist: 278 um2
  – Count of mapped cells out of synthesis: 41
  – Proportion of synthesized chip area in sequential cells: 0
  – Distinct lib cells used: 24
  – Yosys warns: 0
  – Post-synthesis cell count from yosys: 41

Route
  – Vias/cell: 3.17
  – Post-route ant nets: 0
  – First-pass detailed-route iteration total: 2
  – Antenna cells: 0
  – Total detailed-routing wirelength: 1080 um
  – Via count: 333
  – Detailed-route wire length per cell: 10.2 um
  – Count of unresolved DRC violations after routing: 0
  – Violation count after the first detailed-routing iteration: 33

Global routing
  – Maximum number of pins on one net before global-route repair: 7
  – Remaining global-route overflow: 0
  – Antenna violations before repair: 0
  – Overall track demand over capacity in global routing: 0.0321
  – First-pass GRT wire length: 1720 um
  – Vias in the first global route: 345

Floorplanning
  – Core area: 3420 um2
  – Floorplan die height: 80 um
  – Effective utilization at floorplan: 0.0813
  – Core Rows: 21
  – # IOs: 17
  – Horizontal extent of the die: 80 um
  – Chip Footprint: 6400 um2

Setup path
  – Data arrival at the endpoint of the critical path: 1.01 ns
  – Critical Path Start: sw[2]
  – Cell chain of the critical path: buf_8 -> buf_8 -> nor2b_2 -> a221o_1 -> buf_2
  – Dominant cell type by count on the critical path: sky130_fd_sc_hd__buf_8
  – Crit Path Category: in -> out
  – Crit end category: output pin
  – Crit path max-delay cell type: sky130_fd_sc_hd__a221o_1
  – CP bufs+invs: 3
  – CP max FO: 6
  – Critical Path Start Type: input port
  – Gate family responsible for the most delay along the worst path: buffers and inverters
  – Biggest cell delay along the critical path: 0.30 ns
  – Data required time at the worst endpoint: 0.88 ns

Job
  – OpenROAD warning count: 34
  – Maximum Capacitance Violations: 0

Placement
  – Count of input and output buffers: 13
  – Final weighted congestion of routability-driven global placement: 0.645
  – Placement Setup Slack: -0.896 ns
  – Placed wire-length estimate after detailed placement: 713 um

Outcome
  – Violations in the final reports: negative setup slack
  – Run status: finished with violations

Min path
  – Hold depth: 4
  – Worst hold endpoint: segment[6]
  – Launch point of the worst hold path: sw[1]
  – Worst min-delay path class: in -> out

Power and ir drop
  – Largest voltage drop on the vdd net: 64.6 uV
  – Leakage power total: 0.262 nW
  – Power density over the cells: 356 nW/um2

Clock tree
  – Post-CTS Hold Fix Bufs: 0
layer usage:
layer  GRT usage  part of all wire
met3     0.00795             0.076
met4           0                 0
met5           0                 0
met1      0.0442              0.48
met2      0.0522              0.45
per-stage QoR:
stage	std cells	TNS, ns	instance area, um2	power [mW]
2_1_floorplan	43	0	285	0.0864
3_3_place_gp	99	-6.10	442	0.159
3_5_place_dp	99	-6.24	442	0.160
4_1_cts	105	-0.563	499	0.175
5_1_grt	105	-0.889	541	0.214
6_report	105	-0.528	541	0.193
how the worst max path moves through the flow:
| stage | to | depth (start not counted) |
|---|---|---|
| 6_report | segment[1] | 5 |
| 5_1_grt | segment[2] | 6 |
| 4_1_cts | segment[3] | 7 |
report_power, final:
part	total, mW	switching [mW]	internal [mW]
Combinational	0.193	0.0804	0.112
Sequential	0	0	0
Clock	0	0	0
Total	0.193	0.0804	0.112
tightest hold or removal path: cells and delay by family:
family,cells,cell delay (ns)
buffers and inverters,2,0.26
AND-OR/OR-AND,1,0.06
AND/OR/NAND/NOR,1,0.07
kinds of logic after synthesis:
logic type,Yosys count,synth area share
AND/OR/NAND/NOR,18,0.396
buffers and inverters,10,0.275
AND-OR/OR-AND,10,0.270
XOR/XNOR,1,0.0315
other,2,0.0270
synth_stat cells (all sizes together):
cell type and number:
buf 8, nand2 5, nand2b 3, nor2 3, nor2b 3, conb 2
inv 2, nand3 2, o21ai 2, o22ai 2, a21o 1, a21oi 1
a221o 1, a31o 1, a31oi 1, and3b 1, nor3 1, o32ai 1
xnor2 1
layout by cell type, fill, tap and decap left out, types with 2 or more instances in the layout:
| cell | synthesis | routed |
|---|---|---|
| sky130_fd_sc_hd__conb_1 | 2 | 4 |
| sky130_fd_sc_hd__nor2b_2 | 0 | 2 |
| sky130_fd_sc_hd__nand3_1 | 2 | 2 |
| sky130_fd_sc_hd__dlygate4sd2_1 | 0 | 2 |
| sky130_fd_sc_hd__buf_4 | 4 | 6 |
| sky130_fd_sc_hd__o21ai_1 | 1 | 2 |
| sky130_fd_sc_hd__buf_8 | 0 | 3 |
| sky130_fd_sc_hd__nor2_4 | 0 | 2 |
| sky130_fd_sc_hd__nand2b_4 | 2 | 3 |
| sky130_fd_sc_hd__inv_1 | 2 | 2 |
| sky130_fd_sc_hd__buf_6 | 3 | 5 |
| sky130_fd_sc_hd__buf_2 | 1 | 8 |
| sky130_fd_sc_hd__nand2_1 | 5 | 4 |
layout make-up:
cell class	instances	share of cell area
inverter	2	0.0139
multi-input combinational	33	0.502
tap	46	0.106
timing repair buffer	24	0.377
what timing repair did:
action | 4_1_cts | 5_1_grt
buffers inserted | 4 | 0
pin swaps | 9 | 4
hold endpoints to repair | 0 | 0
resized | 60 | 9
cloned | 2 | 0
endpoints found under the setup margin | 8 | 7
Power and IR drop assume default switching activity.
