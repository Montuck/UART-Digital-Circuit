### /design/flow/run.sh
#!/bin/bash
# OpenROAD 26Q1-2900-gdf79404cd8, Yosys 0.63+post, stock flow scripts
make -C /OpenROAD-flow-scripts/flow DESIGN_CONFIG=/design/flow/config.mk WORK_HOME=/design/flow/orfs finish
### /design/flow/design.v
module CharDrawer_serial # (parameter MAX_CHARS = 16)(
    input wire logic                            clk,         
    input wire logic                            reset,       
    input wire logic                            enable,      
    output logic                                done,        
    output logic                                tx,          
    input wire logic    [(MAX_CHARS * 8) - 1:0] string_in    
);
    logic clrCnt, incCnt, send, sent;
    logic[3:0] cnt;
    logic[7:0] din;
    typedef enum logic[1:0] {ST_WAIT, ST_WAIT_SENT, ST_SENT, ST_DONE, ERR='X} StateType;
    StateType cs, ns;
    assign din =    (cnt==0)?string_in[127:120]:
                    (cnt==1)?string_in[119:112]:
                    (cnt==2)?string_in[111:104]:
                    (cnt==3)?string_in[103:96]:
                    (cnt==4)?string_in[95:88]:
                    (cnt==5)?string_in[87:80]:
                    (cnt==6)?string_in[79:72]:
                    (cnt==7)?string_in[71:64]:
                    (cnt==8)?string_in[63:56]:
                    (cnt==9)?string_in[55:48]:
                    (cnt==10)?string_in[47:40]:
                    (cnt==11)?string_in[39:32]:
                    (cnt==12)?string_in[31:24]:
                    (cnt==13)?string_in[23:16]:
                    (cnt==14)?string_in[15:8]:
                              string_in[7:0];
    always_ff @(posedge clk)
        if (clrCnt)
                cnt <= 0;
        else if (incCnt)
            cnt <= cnt + 1;
    always_ff @(posedge clk)
        cs <= ns;
    always_comb begin
        ns = ERR;
        send = 0;
        clrCnt = 0;
        incCnt = 0;
        done = 0;
        if (reset)
            ns = ST_WAIT;
        else case (cs)
            ST_WAIT:  begin
                clrCnt = 1;
                if (enable)
                    ns = ST_WAIT_SENT;
                else
                    ns = ST_WAIT;
            end
            ST_WAIT_SENT:  begin
                send = 1;
                if (sent)
                    ns = ST_SENT;
                else
                    ns = ST_WAIT_SENT;
            end
            ST_SENT:  begin
                if (~sent && cnt != 15) begin
                    incCnt = 1;
                    ns = ST_WAIT_SENT;
                end
                else if (~sent && cnt == 15)
                    ns = ST_DONE;
                else
                    ns = ST_SENT;
            end
            ST_DONE:  begin
                done = 1;
                if (~enable)
                    ns = ST_WAIT;
                else
                    ns = ST_DONE;
            end
            default:
                ns = ERR;
        endcase
    end
    tx TX(.clk(clk), .Reset(reset), .Send(send), .Din(din), .Sent(sent), .Sout(tx));
endmodule
`timescale 1ns / 1ps
`default_nettype none
module tx(
    output logic Sent, Sout,
    input wire logic clk, Reset, Send,
    input wire logic [7:0] Din);
    typedef enum logic [2:0] {IDLE, START, BITS, PAR, STOP, ACK, ERR='X} StateType;
    StateType ns, cs;
    logic [12:0] timerCount;
    logic clrTimer, timerDone;
    logic [2:0] bitCount;
    logic clrBit, incBit, bitDone;
    logic startBit, dataBit, parityBit;
    always_comb
    begin
        ns = ERR;
        Sent = 0;
        clrTimer = 0;
        startBit = 0;
        clrBit = 0;
        incBit = 0;
        dataBit = 0;
        parityBit = 0;
        if (Reset)
            ns = IDLE;
        else
            case (cs)
                IDLE:
                begin
                    clrTimer = 1;
                    if (~Send)
                        ns = IDLE;
                    else
                        ns = START;
                end
                START:
                begin
                    startBit = 1;
                    if (~timerDone)
                        ns = START;
                    else
                    begin
                        ns = BITS;
                        clrBit = 1;
                    end
                end
                BITS:
                begin
                    dataBit = 1;
                    if (~timerDone)
                        ns = BITS;
                    else if (~bitDone)
                    begin
                        ns = BITS;
                        incBit = 1;
                    end
                    else
                        ns = PAR;
                end
                PAR:
                begin
                    parityBit = 1;
                    if (~timerDone)
                        ns = PAR;
                    else
                        ns = STOP;
                end
                STOP:
                begin
                    if (~timerDone)
                        ns = STOP;
                    else
                        ns = ACK;
                end
                ACK:
                begin
                    Sent = 1;
                    if (Send)
                        ns = ACK;
                    else
                        ns = IDLE;
                end
            endcase        
    end
   assign timerDone = (timerCount == 5209)?1:0;
    always_ff@(posedge clk)
    begin
    cs <= ns;
    if (clrTimer || timerDone)
        timerCount <= 0;
    else
        timerCount <= timerCount + 1;
    bitDone <= 0;
    if (bitCount == 7)
        bitDone <= 1;
    if (clrBit)
        bitCount <= 0;
    else if (incBit)
        bitCount <= bitCount + 1;
    if (startBit)
        Sout <= 0;
    else if (dataBit)
        Sout <= Din[bitCount];
    else if (parityBit)
        Sout <= ~^Din;  
    else
        Sout <= 1;  
    end
endmodule
### /design/flow/constraint.sdc
current_design CharDrawer_serial

set clk_period 4.4
set clk_io_pct 0.2

create_clock -name clk0 -period $clk_period [get_ports {clk}]

set non_clock_inputs [all_inputs -no_clocks]
set_input_delay [expr $clk_period * $clk_io_pct] -clock clk0 $non_clock_inputs
set_output_delay [expr $clk_period * $clk_io_pct] -clock clk0 [all_outputs]
### /design/flow/config.mk
export PLATFORM = sky130hd
export DESIGN_NAME = CharDrawer_serial
export DESIGN_NICKNAME = CharDrawer_serial
export VERILOG_FILES = /design/flow/design.v
export SDC_FILE = /design/flow/constraint.sdc
export NUM_CORES = 4
export LEC_CHECK = 1
export CORE_UTILIZATION = 40
==> results_dict.tcl <==
# flow metrics
set metrics [dict create \
    cts_setup_buffers 0 \
    hold_path.startpoint "TX.cs[1]" \
    routedWlPerCell_um 19.1 \
    top_logic_kind "AND-OR/OR-AND gates" \
    use_met2_pct 48.6 \
    final_common_cell "clkdlybuf4s50_1" \
    p_leak_nw 1.74 \
    cts_root_buf "clkbuf_8" \
    ys_sh_mux_pct 0.969 \
    synth_cell_types 66 \
    tool_warnings 30 \
    tns_ns 0 \
    fmax_mhz 307 \
    required_ns 4.60 \
    ys_sh_xor_pct 5.73 \
    met3_usage_pct 4.73 \
    grt_use_total_pct 30.7 \
    tightestPinTransition_ns 0.801 \
    total_power_mw 1.03 \
    slew_headroom_pct 46.5 \
    most-common-layout-cells "clkdlybuf4s50_1, nor2_1, nand2_1, o21ai_0, dfxtp_1" \
    via_count 3909 \
    antenna_found_initial 0 \
    status "complete, no violations" \
    wl_um 12800 \
    p_per_area_nw_per_um2 221 \
    rows 32 \
    worstPathCellList "inv_1 > ha_1 > buf_4 > inv_1 > nand3_1 > a222oi_1 > o21ai_0 > a21boi_0 > xor2_1 > xnor3_1 > xnor3_1 > a311oi_1" \
    ys_sh_simple_pct 27.5 \
    via_per_inst 5.83 \
    cts.sinks 32 \
    drv_cap 0 \
    async_reset_ff_share_pct 0 \
    syn_inst 451 \
    fill_cells 721 \
    clk_pin_slew_ns 0.07 \
    slowest_stage "dfxtp_1" \
    endpoint_kind "flop" \
    synth_area_um2 3230 \
    synth.yosys.num_cells 451 \
    worstPathArrival_ns 3.46 \
    ff_type "dfxtp_1" \
    die-height_um 91.9 \
    r2r-end "TX.Sout" \
    coreArea_um2 7770 \
    drc_errors 0 \
    slew_viol_final 0 \
    irDropWorstVdd_uv 352 \
    top_usage_layer "met2" \
    start_kind "flop" \
    ctsHoldBuffers 0 \
    antenna_cells 0 \
    aoi_share_pct 33.9 \
    clkLatencyLatePin_ns 0.28 \
    ios 133 \
    port_buffers 132 \
    grt_max_degree 34 \
    ys_ff 32 \
    cts_resized 0 \
    startpoint "cnt[0]" \
    die_area_um2 8440 \
    cts.htree.levels 2 \
    detail_route.iter0.violations 221 \
    r2r_cells 12 \
    drive_gt1_share_pct 4.93 \
    min_to "TX.cs[1]" \
    cts_buffer_depth 2 \
    slowest_delay_ns 0.42 \
    edf_count 0 \
    hp-class "flop to flop" \
    fp_util_pct 41.6 \
    use_met1_pct 43.5 \
    drt-pass1-iter-count 6 \
    grt_pass1_wl_um 20000 \
    cts_tree "yes" \
    die_w_um 91.9 \
    syn_to_final_growth_pct 43.9 \
    postRouteAntennaNets 0 \
    synth.avg_cell_area_um2 7.16 \
    reg2reg_slack_ns 1.14 \
    cp_max_fo 33 \
    timing.rr.start "cnt[0]" \
    crit_type "flop to flop" \
    synth_seq_share_pct 19.8 \
    cts_made_buffers 5 \
    grt_pass1_vias 3781 \
    yosysChipArea_um2 3230 \
    hpwl_um 9610 \
    holdPathStages 2 \
    grt_setup_unrepaired "no" \
    whs_ns 0.458 \
    fin_crit_ns 3.26 \
    synth-warning-count 2 \
    setup_violations 0 \
    hold_viol 0 \
    finalClockPeriodUsage_pct 74.1 \
    routabilityCongestion 0.936 \
    adder_share_pct 3.10 \
    overflow 0 \
    skew_ns 0.00741 \
]
[power breakdown]
part / leakage, nW / switching, mW / internal, mW / total [mW]
clock: 0.0541 / 0.107 / 0.167 / 0.274
combinational: 1.43 / 0.198 / 0.229 / 0.427
sequential: 0.260 / 0.0193 / 0.305 / 0.324
[critical path, delay by kind of cell (launching register included)]
| kind | cells | cell delay [ns] |
|---|---|---|
| AOI/OAI and AO/OA | 4 | 1.09 |
| xor gates and xnor gates | 3 | 0.65 |
| adders and majority gates | 1 | 0.22 |
| buffers and inverters | 3 | 0.67 |
| DFF | 1 | 0.42 |
| and+or+nand+nor | 1 | 0.12 |
[synth_stat cells (all sizes together), types with 3 or more instances]
cell	instances	area share [%]
nand2b	14	2.7
buf	28	6.1
o22ai	14	2.7
nor2	47	5.5
nand4	5	0.97
clkbuf	5	0.58
nor3	9	1.4
ha	8	3.1
or2	3	0.58
a2111oi	4	1.1
and3	4	0.77
a221o	4	1.2
inv	19	2.2
nand2	44	5.1
a21o	4	0.93
nor2b	12	2.4
xnor2	3	0.81
o21ai	38	6.0
o311ai	3	0.81
a21oi	30	4.6
nor4b	3	0.81
o31ai	5	1.2
a22oi	4	0.93
dfxtp	32	20
nor4	3	0.58
and2	3	0.58
a22o	5	1.4
a221oi	9	2.4
nand3	10	1.5
o221ai	6	1.6
a211oi	6	1.4
xor2	13	3.5
a31oi	8	1.5
o2bb2ai	3	0.81
or3	5	0.97
[worst max path at each step]
stage,depth (start not counted),to,slack [ns]
final,12,TX.Sout,1.14
after global routing,12,TX.Sout,0.90
after CTS,3,done,1.16
[through the flow]
| step | cell area [µm²] | utilization [%] | std cells | setup WS [ns] |
|---|---|---|---|---|
| floorplan | 3230 | - | 451 | 1.78 |
| global route | 4650 | 59.8 | 670 | 0.902 |
| global placement | 4540 | 58.4 | 662 | 1.19 |
| CTS | 4650 | 59.8 | 670 | 1.16 |
| finish | 4650 | 59.8 | 670 | 1.14 |
| detailed placement | 4540 | 58.4 | 662 | 1.15 |
[layer usage]
| metal | up-vias | wire length [µm] |
|---|---|---|
| met3 | 35 | 1020 |
| met4 | 0 | 458 |
| met1 | 1779 | 5650 |
| li1 | 1917 | - |
| met5 | - | 0 |
| met2 | 178 | 5670 |
[sequential cells by signal (all words and copies together) (netlist names)]
signal and flops:
TX.cs 6, TX.Sout 1, cnt 4, TX.bitDone 1, TX.timerCount 13, cs 4
TX.bitCount 3
[cell families (layout without fill, tap and decap cells)]
group | Yosys count | in the layout
buffers and inverters | 52 | 169
XOR/XNOR | 18 | 18
AND/OR/NAND/NOR | 176 | 176
AND-OR/OR-AND | 162 | 162
flip-flops | 32 | 32
multiplexers | 3 | 3
adder cells (fa/ha/maj) | 8 | 8
[final cells by class]
cell class	count	area [µm²]	share of cell area, %
multi-input cells	367	2300	49.5
repair buffers	142	1400	30.0
flip-flops and latches	32	641	13.8
well taps	102	128	2.75
inverters	19	71.3	1.53
clock buffers	5	68.8	1.48
clock inverters	3	42.5	0.915
Power is estimated from default activity; no workload was simulated.
